==> ./design.v <==
`timescale 1ns / 1ps
module Controller(
input wire clk,
input wire reset,
input wire MFC,
input wire Status,
input wire [15:0] Instruction,
output wire DataReset,
output wire [8:0] LoadSignal,
output wire [5:0] TransferSignal,
output reg [2:0] ALOP,
output reg RD,
output reg WR
);
parameter ldR = 0 ;    
parameter ldPC = 1 ;   
parameter ldSP = 2 ;   
parameter ldF = 3;     
parameter ldT = 4;     
parameter ldMAR = 5;   
parameter ldMDM = 6;   
parameter ldMDZ = 7;   
parameter ldIR = 8;    
parameter trR =  0;
parameter trPC = 1;
parameter trSP = 2;
parameter trMAR= 3;
parameter trMDR= 4;
parameter trL  = 5;
wire _NotPushPop , _Pop , _NotBranch , _Condition;
or( _NotPushPop , Instruction[15] , Instruction[14] , Instruction[13] , Instruction[12] );
or( _Pop , Instruction[11] , Instruction[10] , Instruction[9] , Instruction[8] );
and( _NotBranch , Instruction[15] , Instruction[14] , Instruction[13] );
or( _Condition , Instruction[15] , Instruction[14] , Instruction[13] );
wire BranchInstruction;
or( BranchInstruction , ~_Condition , Status );  
reg [2:0] State = 0;
reg [2:0] Phase = 0;
parameter ADD  = 1;
parameter NEGY = 2;
parameter OR   = 3;
parameter NOTY = 4;
parameter CPX =  5;
parameter INX =  6;
parameter DCX =  7;
parameter CPY =  0;
parameter Reset  = 0;  
parameter Fetch  = 1;
parameter Push   = 2;
parameter Pop    = 3;
parameter Branch = 4;
parameter Call   = 5;
parameter Return = 6;
parameter PostEx = 7;  
always@ (posedge clk) begin
case( Phase )
Reset : begin
	if( State == 0 ) begin
		State = 1;
	end else begin  
		State = 0;
		if( !reset ) begin
			Phase = Fetch;
		end
	end
end
Fetch : begin
	if( State == 0 ) begin
		State = 1;
		RD = 1;
	end else if( State == 1 ) begin
		if( MFC ) begin
			RD = 0;
			State = 2;
		end
	end else begin  
		if( _NotPushPop ) begin  
			if( _NotBranch ) begin
				if( Instruction[12] ) Phase = Return;
				else Phase = Call;
			end else begin
				Phase = Branch;
			end
		end else begin
			if( _Pop ) Phase = Pop ;
			else       Phase = Push;
		end
		State = 0;  
	end
end  
Push : begin
	if( State == 0 ) begin
		State = 1;
	end else if( State == 1 ) begin
		State = 2;
		WR = 1;
	end else if( State == 2 ) begin
		if( MFC ) begin
			WR = 0;
			State = 3;
		end
	end else begin  
		State = 0;
		Phase = PostEx;
	end
end  
Pop : begin
	if( State == 0 ) begin
		State = 1;
		RD = 1;
	end else if( State == 1 ) begin
		if( MFC ) begin
			RD = 0;
			State = 2;
		end
	end else if( State == 2 ) begin
		State = 3;
	end else begin  
		State = 0;
		Phase = PostEx;
	end
end  
Branch : begin
	if( State == 0 ) begin
		State = 1;
	end else begin  
		State = 0;
		Phase = PostEx;
	end
end  
Call : begin
	if( State == 0 ) begin
		State = 1;
	end else if( State == 1 ) begin
		State = 2;
	end else if( State == 2 ) begin
		State = 3;
		WR = 1;
	end else if( State == 3 ) begin
		if( MFC ) begin
			WR = 0;
			State = 4;
		end
	end else if( State == 4 ) begin
		State = 5;
	end else begin  
		Phase = PostEx;
	end
end  
Return : begin
	if( State == 0 ) begin
		State = 1;
		RD = 1;
	end else if( State == 1 ) begin
		if( MFC ) begin
			RD = 0;
			State = 2;
		end
	end else begin  
		State = 0;
		Phase = PostEx;
	end
end  
default : begin  
	if( reset ) begin
		State = 0; Phase = Reset;
	end else begin
		State = 0; Phase = Fetch;
	end
end  
endcase  
end  
assign DataReset = ( Phase == Reset & State == 0 );
assign TransferSignal[trMAR] = 0;
assign TransferSignal[trPC] = (Phase == Fetch & (State==0|State==2)) |
										BranchInstruction & (Phase == Branch & State == 1 ) |
										(Phase == Call & ( State == 0 | State == 5 ) ) ;
assign LoadSignal[ldPC] = 	( Phase == Fetch  & State == 2 ) |
									BranchInstruction & (Phase == Branch & State == 1 ) |
									( Phase == Call & State == 5 ) |
									(Phase == Return & State == 2 ) ;
assign TransferSignal[trSP] = ( Phase == Push & ( State == 0 | State == 3 ) ) |
										( Phase == Pop & State == 0 ) |
										( Phase == Call & ( State == 1 | State == 2 ) ) |
										( Phase == Return & State == 0 ) ;
assign LoadSignal[ldSP] = 	( Phase == Push & State == 3 ) |
									( Phase == Pop & State == 0 ) |
									( Phase == Call & State == 2 ) |
									( Phase == Return & State == 0 ) |
									(Phase == Reset & State == 1 ) ;
assign LoadSignal[ldT] = ( Phase == Pop & State == 2 ) |
								( Phase == Branch & State == 0 ) |
								( Phase == Call & State == 4 ) ;
assign LoadSignal[ldMAR] = ( Phase == Fetch & State == 0 ) |
									( Phase == Push & State == 0 ) |
									( Phase == Pop & State == 0 ) |
									( Phase == Call & State == 1 ) |
									( Phase == Return & State == 0 ) ;
assign LoadSignal[ldIR] = (Phase == Fetch & State == 1);
assign TransferSignal[trR] = 	( Phase == Push & State == 1 ) |
										( Phase == Pop & State == 3 ) ;
assign LoadSignal[ldR] = ( Phase == Pop & State == 3 );
assign LoadSignal[ldMDZ] = ( Phase == Push & State == 1 ) |
									( Phase == Call & State == 0 ) ;
assign LoadSignal[ldMDM] = ( Phase == Pop & State == 1 ) |
									( Phase == Return & State == 1 ) ;
assign TransferSignal[trMDR] =	( Phase == Pop & State == 2 ) |
											( Phase == Return & State == 2 );
assign LoadSignal[ldF] = ( Phase == Pop & State == 3 );
assign TransferSignal[trL] = 	( Phase == Branch & State == 0 ) |
										( Phase == Call & State == 4 ) ;
always @(*) begin
case (Phase)
Reset : begin
	if( State == 0 ) begin
	end else begin
		ALOP = NOTY;
	end
end
Fetch : begin
	if( State == 0 ) begin
		ALOP = CPX;
	end else if( State == 1 ) begin
	end else begin  
		ALOP = INX;
	end
end  
Push : begin
	if( State == 0 ) begin
		ALOP = CPX;
	end else if( State == 1 ) begin
		ALOP = CPX;
	end else if( State == 2 ) begin
	end else begin  
		ALOP = DCX;
	end
end  
Pop : begin
	if( State == 0 ) begin
		ALOP = INX;
	end else if( State == 1 ) begin
	end else if( State == 2 ) begin
	end else begin  
		ALOP = Instruction[10:8];
	end
end  
Branch : begin
	if( State == 0 ) begin
	end else begin  
		ALOP = ADD;
	end
end  
Call : begin
	if( State == 0 ) begin
		ALOP = CPX;
	end else if( State == 1 ) begin
		ALOP = CPX;
	end else if( State == 2 ) begin
		ALOP = DCX;
	end else if( State == 3 ) begin
	end else if( State == 4 ) begin
	end else begin  
		ALOP = ADD;
	end
end  
Return : begin
	if( State == 0 ) begin
		ALOP = INX;
	end else if( State == 1 ) begin
	end else begin  
		ALOP = CPX;
	end
end  
default : begin
end
endcase
end  
endmodule
==> ./run.sh <==
#!/bin/bash
# OpenROAD 26Q1-2900-gdf79404cd8, Yosys 0.63+post, stock flow scripts
make -C /OpenROAD-flow-scripts/flow DESIGN_CONFIG=/design/flow/config.mk WORK_HOME=/design/flow/orfs finish
==> ./config.mk <==
export PLATFORM = sky130hd
export DESIGN_NAME = Controller
export DESIGN_NICKNAME = Controller
export VERILOG_FILES = /design/flow/design.v
export SDC_FILE = /design/flow/constraint.sdc
export NUM_CORES = 4
export LEC_CHECK = 1
export CORE_AREA = 10 10 105 105
export DIE_AREA = 0 0 115 115
==> ./constraint.sdc <==
current_design Controller

set clk_period 3.6
set clk_io_pct 0.2

create_clock -name clk0 -period $clk_period [get_ports {clk}]

set non_clock_inputs [all_inputs -no_clocks]
set_input_delay [expr $clk_period * $clk_io_pct] -clock clk0 $non_clock_inputs
set_output_delay [expr $clk_period * $clk_io_pct] -clock clk0 [all_outputs]
==> results_dict.tcl <==
# metrics dict for downstream scripts
set metrics [dict create \
    r2r_end "State[0]" \
    max_cap_violations 0 \
    fin_worst_skew_ns 0.00241 \
    powerDensity_mw_per_mm2 877 \
    critPathCaptureType "output pin" \
    power.share.combinational 0.716 \
    floorplanUtilization 0.139 \
    max_clock_freq_ghz 0.334 \
    areaGrowthSynthToFinish_pct 32.2 \
    grt_pass1_wl_um 6240 \
    cts_htree_levels 1 \
    power.share.switching 0.469 \
    max_stage_delay_ns 0.63 \
    fin_tns_setup_ns 0 \
    synth.ff_latch_count 11 \
    seq_power_share 0.208 \
    synthCells 165 \
    slew_violations 0 \
    lay_top_cells "31 x sky130_fd_sc_hd__clkdlybuf4s50_1, 21 x sky130_fd_sc_hd__nor2_1, 17 x sky130_fd_sc_hd__nand2_1, 14 x sky130_fd_sc_hd__a21oi_1, 9 x sky130_fd_sc_hd__nor3_1" \
    clock-root-buffer "sky130_fd_sc_hd__clkbuf_8" \
    drc_errors 0 \
    stage_log_warnings 33 \
    clock_latency_ns 0.23 \
    place_congestion 0.858 \
    min_delay_worst_endpoint "WR" \
    postCtsResizedCells 0 \
    ff2ff_path_depth 5 \
    global_route.usage.total 0.0565 \
    critical_path.max_fanout 17 \
    cts_tree "done" \
    p_leak_nw 0.547 \
    worst_ep_required_time_ns 2.88 \
    min_path_type "register to register" \
    synth-edff-count 8 \
    timing_worst_slew_pin_value_ns 0.590 \
    status "finished, final reports clean" \
    hold_path.startpoint "WR" \
    floorplan.io_pins 41 \
    layout.cells.most_common "sky130_fd_sc_hd__clkdlybuf4s50_1" \
    post_synthesis_instance_area_mm2 0.00122 \
    total_power_mw 1.41 \
    yosysWarningCount 1 \
    post-route-min-period_ns 2.99 \
    worst_hold_path.num_cells 1 \
    ff2ff_setup_slack_ns 1.69 \
    layout_worst_path_cycle_share 0.832 \
    via_per_inst 4.36 \
    finalInstanceArea_mm2 0.00161 \
    postSynth.topFlopCell "sky130_fd_sc_hd__edfxtp_1" \
    route.detailed.wl_per_inst_um 13.0 \
    worstSetupStartpointType "register" \
    unconstrained_endpoints 6 \
    num_vias 1286 \
    cp-startpoint "State[1]" \
    initial_antenna_violation_count 0 \
    die_height_um 115 \
    postSynth.asyncResetShare 0 \
    critical-path-top-delay-family "buffers and inverters" \
    drive_above_1_share 0.0749 \
    yosys_cells 165 \
    cts_made_buffers 3 \
    vias_in_the_first_global_route 1193 \
    syn_area_per_cell_um2 7.38 \
    crit_chain "buf_4 > nand2b_1 > o31ai_1 > a41o_1 > clkdlybuf4s50_1" \
    route.final.wire_length_um 3840 \
    route.antenna.diode_count 0 \
    report.final.setup_viol 0 \
    path_class "register to output pin" \
    chip_area_line_of_the_yosys_report_mm2 0.00122 \
    critical_path_buf_inv_count 2 \
    global_route.overflow_total 0 \
    coreArea_mm2 0.00876 \
    share_clk_of_total_power 0.076 \
    rsz0062_at_grt "false" \
    holdBufCountCts 0 \
    floorplan.rows 34 \
    cts_setup_buffers 0 \
    crit_arrival_ns 2.27 \
    cts_max_path_buffers 2 \
    post_dp_hpwl_um 2990 \
    slowest_stage "sky130_fd_sc_hd__edfxtp_1" \
    antenna_left 0 \
    register_pins_left_without_a_clock 3 \
    slew_limit_headroom 0.607 \
    vdd.ir_drop.worst_mv 0.287 \
    dr.pass1.iters 4 \
    place.port_buffers 31 \
    die_w_um 115 \
    rr_startpoint "State[1]" \
    power_report.internal_total_uw 750 \
    finalHoldViolations 0 \
    switchingPower_uw 662 \
    fp.dieArea_mm2 0.0132 \
    grt_start_max_net_pins 28 \
    ys_types 48 \
    initialDrtViolationCount 120 \
    clkSlewWorstSetupHoldPaths_ns 0.04 \
    placement.cell_area_mm2 0.00157 \
]
-- how the worst max path moves through the flow --
stage         slack [ns]  depth (start not counted)                end
CTS                 0.60                          6  TransferSignal[1]
global route        0.35                          6      LoadSignal[1]
finish              0.61                          5  TransferSignal[1]
-- worst reg2reg max path, cell delays in order, from the launching register on --
cell and delay, ns:
sky130_fd_sc_hd__edfxtp_1 0.63, sky130_fd_sc_hd__buf_4 0.29, sky130_fd_sc_hd__nor2b_1 0.14, sky130_fd_sc_hd__o21ai_0 0.14
sky130_fd_sc_hd__a21oi_1 0.08, sky130_fd_sc_hd__a31oi_1 0.30
-- logic make-up (layout without fill, tap and decap cells) --
logic type | Yosys count | count (layout) | share of synthesized area
compound gates | 52 | 52 | 0.289
xor+xnor | 4 | 4 | 0.0288
buf+inv | 24 | 46 | 0.137
flops | 8 | 8 | 0.197
latches | 3 | 3 | 0.0370
mux | 1 | 1 | 0.00822
other cells | 1 | 1 | 0.00308
simple gates | 72 | 72 | 0.300
-- flip-flops by register name, summed over array words and instances, names as in the netlist --
signal  cells
WR          1
Phase       3
ALOP        3
RD          1
State       3
-- routing by layer --
metal	global-route usage	wire length, um	vias to the layer above
met1	0.0846	1870	567
met5	0	0	-
met3	0.0148	343	2
met2	0.0811	1600	57
li1	-	-	660
met4	0.00825	19	0
-- synthesized netlist by cell type, types with 4 or more instances --
library cell / number / area share
sky130_fd_sc_hd__a21oi_1: 14 / 0.058
sky130_fd_sc_hd__nor3_1: 9 / 0.037
sky130_fd_sc_hd__nor4_1: 6 / 0.031
sky130_fd_sc_hd__o21ai_0: 7 / 0.029
sky130_fd_sc_hd__nand2b_1: 5 / 0.026
sky130_fd_sc_hd__nor2_1: 21 / 0.065
sky130_fd_sc_hd__buf_6: 5 / 0.046
sky130_fd_sc_hd__nand2_1: 17 / 0.052
sky130_fd_sc_hd__buf_4: 4 / 0.025
sky130_fd_sc_hd__buf_2: 8 / 0.033
sky130_fd_sc_hd__edfxtp_1: 8 / 0.20
sky130_fd_sc_hd__inv_1: 4 / 0.012
-- power groups by stage --
stage     Sequential (mW)  Combinational, mW  Clock [mW]
4_1_cts             0.296               1.01       0.110
5_1_grt             0.307               1.13       0.114
6_report            0.293               1.01       0.107
-- per-stage QoR --
| step | setup slack (ns) | std cells | hold WS, ns | utilization |
|---|---|---|---|---|
| 3_5_place_dp | 0.675 | 292 | 0.553 | 0.179 |
| 6_report | 0.605 | 295 | 0.568 | 0.184 |
| 4_1_cts | 0.603 | 295 | 0.574 | 0.184 |
| 3_3_place_gp | 0.650 | 292 | 0.570 | 0.179 |
| 5_1_grt | 0.347 | 295 | 0.583 | 0.184 |
| 2_1_floorplan | 1.69 | 165 | 0.502 | - |
-- layout make-up --
type                            count  area [um2]
Multi-Input combinational cell    130         766
Fill cell                         999        7150
Timing Repair Buffer               38         363
Clock buffer                        3        41.3
Inverter                            5        18.8
Sequential cell                    11         285
Tap cell                          108         135
Power figures rest on the tool's default switching activity, not on a simulated workload.
